==> /design/flow/design.v <==
`timescale 1ns / 1ps
module btn_debouncer (
    input  logic clk,
    input  logic reset,
    input  logic btn_in,
    output logic btn_out
);
    localparam DEBOUNCE_COUNT = 1_000_000;   
    logic [19:0] counter;
    logic btn_sync_0, btn_sync_1;
    logic btn_stable;
    always_ff @(posedge clk, posedge reset) begin
        if (reset) begin
            btn_sync_0 <= 1'b0;
            btn_sync_1 <= 1'b0;
        end else begin
            btn_sync_0 <= btn_in;
            btn_sync_1 <= btn_sync_0;
        end
    end
    always_ff @(posedge clk, posedge reset) begin
        if (reset) begin
            counter <= 0;
            btn_stable <= 1'b0;
        end else begin
            if (btn_sync_1 != btn_stable) begin
                if (counter == DEBOUNCE_COUNT - 1) begin
                    counter <= 0;
                    btn_stable <= btn_sync_1;
                end else begin
                    counter <= counter + 1;
                end
            end else begin
                counter <= 0;
            end
        end
    end
    assign btn_out = btn_stable;
endmodule
module btn_debouncer_5 (
    input  logic clk,
    input  logic reset,
    input  logic [4:0] btn_in,
    output logic [4:0] btn_out
);
    genvar i;
    generate
        for (i = 0; i < 5; i++) begin : gen_debouncer
            btn_debouncer u_debouncer (
                .clk(clk),
                .reset(reset),
                .btn_in(btn_in[i]),
                .btn_out(btn_out[i])
            );
        end
    endgenerate
endmodule
==> /design/flow/run.sh <==
#!/bin/bash
# OpenROAD 26Q1-2900-gdf79404cd8, Yosys 0.63+post, stock flow scripts
make -C /OpenROAD-flow-scripts/flow DESIGN_CONFIG=/design/flow/config.mk WORK_HOME=/design/flow/orfs finish
==> /design/flow/config.mk <==
export PLATFORM = sky130hd
export DESIGN_NAME = btn_debouncer_5
export DESIGN_NICKNAME = btn_debouncer_5
export VERILOG_FILES = /design/flow/design.v
export SDC_FILE = /design/flow/constraint.sdc
export NUM_CORES = 4
export LEC_CHECK = 1
export CORE_UTILIZATION = 40
==> /design/flow/constraint.sdc <==
current_design btn_debouncer_5

set clk_period 2.6
set clk_io_pct 0.2

create_clock -name clk0 -period $clk_period [get_ports {clk}]

set non_clock_inputs [all_inputs -no_clocks]
set_input_delay [expr $clk_period * $clk_io_pct] -clock clk0 $non_clock_inputs
set_output_delay [expr $clk_period * $clk_io_pct] -clock clk0 [all_outputs]
==> flow_metrics.env <==
# yosys + openroad results
export IMPL_synth_chip_area_um2=5487
export IMPL_die_area_um2=14190
export IMPL_critical_path_peak_fanout=6
export IMPL_postSynthRegisterBits=115
export IMPL_wl_met3_um=297
export IMPL_rsz0062_at_grt="false"
export IMPL_gr_total_overflow=0
export IMPL_tightest_slew_ps=624.1
export IMPL_fp_utilization_pct=41.27
export IMPL_io_pins=12
export IMPL_endpoint_kind="flip-flop"
export IMPL_max_freq_mhz=455.9
export IMPL_hold_viol_final=0
export IMPL_cts_num_sinks=115
export IMPL_layout_core_utilization_pct=48.89
export IMPL_cts_root_buffer_cell="sky130_fd_sc_hd__clkbuf_16"
export IMPL_setup_viol=0
export IMPL_skew_ps=6.516
export IMPL_slew_headroom_pct=58.01
export IMPL_avgSynthCellArea_um2=9.868
export IMPL_depth_of_the_cts_h_tree=4
export IMPL_synth_cell_type_count=32
export IMPL_grt_pass1_vias=3787
export IMPL_avgViaCountPerCell=5.155
export IMPL_min_period_over_period_pct=84.36
export IMPL_antenna_found_initial=0
export IMPL_post_cts_resized_instances=0
export IMPL_yosys_warnings=1
export IMPL_core_area_um2=13300
export IMPL_setup_slack_ps=406.6
export IMPL_post_detailed_route_count_of_antenna_violating_nets=0
export IMPL_dpl_hpwl_mm=6.148
export IMPL_antenna_cells_inserted=0
export IMPL_wl_per_cell_um=12.44
export IMPL_dp_cells=735
export IMPL_leakagePower_nw=2.552
export IMPL_top_cells_by_area="sky130_fd_sc_hd__dfrtp_1, sky130_fd_sc_hd__xnor2_1, sky130_fd_sc_hd__nor2_1"
export IMPL_final_layout_size_suffix_gt1_share_pct=9.137
export IMPL_place_area_um2=5849
export IMPL_largest_net_degree_at_the_start_of_global_routing=36
export IMPL_met1Wirelength_mm=4.875
export IMPL_numCtsBuffers=17
export IMPL_cts_tree="yes"
export IMPL_status="finished clean"
export IMPL_layoutNonFillerInstCount=767
export IMPL_max_cap_viol_count=0
export IMPL_synthArstFlopShare_pct=100.0
export IMPL_most_common_cell="sky130_fd_sc_hd__dfrtp_1"
export IMPL_met2_length_mm=4.216
export IMPL_hold_ws_ps=350.3
export IMPL_syn_instance_count=556
export IMPL_synth_sequential_area_ratio_pct=52.45
export IMPL_required_ps=2890
export IMPL_drt_pass1_iter_count=4
export IMPL_cts_hold_buf=0
export IMPL_cp_start_kind="flip-flop"
export IMPL_path_clk_slew_ps=60
export IMPL_grt_first_pass_wirelength_mm=17.23
export IMPL_worst_hold_path_type="flip-flop to flip-flop"
export IMPL_postCtsSetupBuffers=0
export IMPL_power_ir_vdd_worst_v=0.0004597
export IMPL_die_w_um=119.1
export IMPL_worst_ep_arrival_time_ps=2480
export IMPL_edf_count=0
export IMPL_route_final_wire_length_mm=9.539
export IMPL_area_growth_synth_to_final_pct=18.47
export IMPL_yosys_stat_cell_total=556
export IMPL_pwr_density_cell_nw_per_um2=691.0
export IMPL_insertion_delay_ps=410
export IMPL_worst_setup_slack_after_placement_ps=405.7
export IMPL_minimum_clock_period_after_layout_ps=2193
export IMPL_criticalPathCategory="flip-flop to flip-flop"
export IMPL_design_power_total_mw=4.492
export IMPL_synthTopCellsByCount="sky130_fd_sc_hd__dfrtp_1, sky130_fd_sc_hd__nor2_1, sky130_fd_sc_hd__xnor2_1"
export IMPL_die_y_um=119.1
export IMPL_timing_setup_tns_ps=0
export IMPL_drt_drc_violations_left=0
export IMPL_openroad_warnings=25
export IMPL_grtUsageTotal_pct=15.04
export IMPL_drt_iter0_markers=168
export IMPL_routed_top_layer="met4"
export IMPL_slew_viol_final=0
export IMPL_top_area_cell="sky130_fd_sc_hd__dfrtp_1"
export IMPL_std_cell_rows=42
export IMPL_yosys_most_used_dff="sky130_fd_sc_hd__dfrtp_1"
export IMPL_place_gp_congestion=0.8281
export IMPL_final_area_um2=6500
export IMPL_syn_area_um2=5487
export IMPL_cts_path_max_buffers=2
export IMPL_placement_io_buffers=11
export IMPL_detailroute_via_count=3954
export IMPL_top_area_share_pct=52.45
## kinds of logic (layout without fill, tap and decap cells)
logic type | after synthesis | after routing | share of synthesized area, %
AND-OR/OR-AND | 37 | 37 | 4.059
XOR/XNOR | 77 | 77 | 12.29
adder cells (fa/ha/maj) | 5 | 5 | 1.140
buffers and inverters | 39 | 74 | 3.215
flip-flops | 115 | 115 | 52.45
multiplexers | 9 | 9 | 1.756
AND/OR/NAND/NOR | 274 | 274 | 25.09
## layer usage
layer	global-route usage, %	vias up
met4	2.373	0
met2	22.06	51
met5	0	-
met3	3.033	11
met1	24.44	1908
li1	-	1984
## flip-flops by register name, summed over array words and instances (netlist names)
signal                                cells
gen_debouncer.u_debouncer.btn_sync_1      5
gen_debouncer.u_debouncer.btn_sync_0      5
gen_debouncer.u_debouncer.btn_stable      5
gen_debouncer.u_debouncer.counter       100
## worst max-delay path: stages, from the launching register on
cell and delay (ps):
sky130_fd_sc_hd__dfrtp_1 430, sky130_fd_sc_hd__or4_1 540, sky130_fd_sc_hd__or4_4 520, sky130_fd_sc_hd__nor2_1 230, sky130_fd_sc_hd__mux2_2 360
## final cells by class
cell class	instances	area, um2
Timing Repair Buffer	22	230.2
Fill cell	1145	6795
Sequential cell	115	2878
Inverter	20	78.83
Clock inverter	13	207.7
Clock buffer	19	442.9
Tap cell	176	220.2
Multi-Input combinational cell	402	2442
## path summary, 6_finish.rpt
path                                                          start                                        to  slack (ps)  depth (start not counted)
setup / recovery           gen_debouncer[1].u_debouncer.counter[12]   gen_debouncer[1].u_debouncer.btn_stable         410                          4
hold / removal              gen_debouncer[2].u_debouncer.btn_sync_0   gen_debouncer[2].u_debouncer.btn_sync_1         350                          0
setup reg to reg           gen_debouncer[1].u_debouncer.counter[12]   gen_debouncer[1].u_debouncer.btn_stable         410                          4
hold reg to reg             gen_debouncer[2].u_debouncer.btn_sync_0   gen_debouncer[2].u_debouncer.btn_sync_1         350                          0
max in group asynchronous                                     reset  gen_debouncer[1].u_debouncer.counter[19]        1500                          3
min in group asynchronous                                     reset  gen_debouncer[4].u_debouncer.counter[12]         540                          2
## placed cells by master, fill, tap and decap left out, types with 3 or more instances in the layout
cell                              instances
sky130_fd_sc_hd__xor2_1                  24
sky130_fd_sc_hd__clkinvlp_4               5
sky130_fd_sc_hd__buf_4                    8
sky130_fd_sc_hd__and4_1                   3
sky130_fd_sc_hd__nand3_1                 29
sky130_fd_sc_hd__and2_1                   3
sky130_fd_sc_hd__nand4_1                 29
sky130_fd_sc_hd__nor2_1                 100
sky130_fd_sc_hd__bufinv_16                5
sky130_fd_sc_hd__clkdlybuf4s50_1         11
sky130_fd_sc_hd__dfrtp_1                115
sky130_fd_sc_hd__nand2_1                 29
sky130_fd_sc_hd__or3_1                   11
sky130_fd_sc_hd__o21ai_0                 15
sky130_fd_sc_hd__nand4b_1                 5
sky130_fd_sc_hd__mux2i_1                  4
sky130_fd_sc_hd__nor3_1                  23
sky130_fd_sc_hd__and3_1                   7
sky130_fd_sc_hd__xnor2_1                 53
sky130_fd_sc_hd__a21oi_1                 14
sky130_fd_sc_hd__or4_1                    7
sky130_fd_sc_hd__buf_12                   3
sky130_fd_sc_hd__mux2_2                   4
sky130_fd_sc_hd__nor4_1                  23
sky130_fd_sc_hd__inv_1                   19
sky130_fd_sc_hd__clkbuf_16               17
sky130_fd_sc_hd__ha_1                     5
## where the power goes
group          internal [mW]  total [mW]  switching, mW
logic                 0.0439       0.126         0.0823
registers               1.82        1.84         0.0208
clock network           1.72        2.53          0.804
Power is estimated from default activity; no workload was simulated.
